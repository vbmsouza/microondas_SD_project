**/design/flow/design.v**
```verilog
module timer_ten(input wire [3:0] in, input wire Cin,input wire clk,input wire Cn, input wire z,
                 output reg [3:0]  out, output wire x, output reg zero );
  assign x = (z & ~out[0] & ~out[1] & ~out[2] & ~out[3]);
initial begin
    out = 0;
end
  always @(posedge clk,negedge Cn)
    begin
      if(~Cn)
        begin
            out <= 0;
            zero <= 1;
        end
      else if(~Cin)
            begin
                out <= in;
              zero <= (in==0)? 1 : 0;
            end
      else if(z)
        begin
            if(out==0)
            begin
                out <= 9;
                zero <= 0;
            end
            else if(out==1)
            begin
                out <= out-1;
                zero <= 1;
            end
            else
            begin
                out <= out-1;
                zero <= 0;
            end
        end
    end
endmodule
```
**/design/flow/run.sh**
```bash
#!/bin/bash
# OpenROAD 26Q1-2900-gdf79404cd8, Yosys 0.63+post, stock flow scripts
make -C /OpenROAD-flow-scripts/flow DESIGN_CONFIG=/design/flow/config.mk WORK_HOME=/design/flow/orfs finish
```
**/design/flow/config.mk**
```make
export PLATFORM = sky130hd
export DESIGN_NAME = timer_ten
export DESIGN_NICKNAME = timer_ten
export VERILOG_FILES = /design/flow/design.v
export SDC_FILE = /design/flow/constraint.sdc
export NUM_CORES = 4
export LEC_CHECK = 1
export CORE_AREA = 10 10 70 70
export DIE_AREA = 0 0 80 80
```
**/design/flow/constraint.sdc**
```tcl
current_design timer_ten

set clk_period 1.5
set clk_io_pct 0.2

create_clock -name clk0 -period $clk_period [get_ports {clk}]

set non_clock_inputs [all_inputs -no_clocks]
set_input_delay [expr $clk_period * $clk_io_pct] -clock clk0 $non_clock_inputs
set_output_delay [expr $clk_period * $clk_io_pct] -clock clk0 [all_outputs]
```
==> run summary <==
Status: completed
Pre-placement core utilization: 0.0839
Syn-to-layout area delta: 97.8%
IO Pins: 14
Pin count of the biggest net entering global routing: 11
Leakage: 0.223 nW
Via Count: 301
Origin of the critical flop-to-flop path: out[2]
Total of flip-flops plus latches after synthesis: 5
Iteration-0 DRC Markers: 2
Startpoint type of the worst setup path: flip-flop
Antenna diode instance count: 0
Sum of net half-perimeters after detailed placement: 729 um
Max-slew violation count: 0
Combined global-route utilization of all metal layers: 0.0253
H-tree lvl count: 1
Routability congestion estimate: 0.721
Root cell of the clock tree: clkbuf_4
YS chip area: 287 um2
Sinks on Clock Net: 5
Post-synth design cell area: 287 um2
Height of the chip: 80 um
# DRC: 0
Slew at the pin closest to its max-slew limit: 0.305 ns
Critical Setup Path Class: reg -> out
Minimum clock period: 1.48 ns
Yosys warning tally: 1
Number of standard cells reported by yosys: 29
Maximum single-stage delay on the critical path: 0.38 ns
Worst r2r dst: out[3]
Number of max-cap violations: 0
Syn Inst Count: 29
Horizontal die dimension: 80 um
Most used standard cell by instance count after synthesis: nor2_1
Chip area: 6400 um2
Clock latency on the worst-skew pair: 0.23 ns
Worst Path Max Fanout: 2
Clock slew at reported path FFs: 0.04 ns
Power per Cell Area: 792 nW/um2
Via count of the first global-routing pass: 332
Hold_buf cts: 0
Max transition margin: 0.796
Hold_ws: 0.283 ns
Cts bufs inserted: 3
Asr flop ratio synth: 1.00
Worst-case vdd ir drop: 0.131 mV
WP data required: 1.20 ns
Overflow left after global routing: 0
Cells along the critical path: buf_6, nor4b_4, nor2b_1, buf_2
Post-route clock period utilization: 0.989
Worst setup slack for register-to-register paths: 0.23 ns
Worst Setup Slack post-DPL: -0.412 ns
Top cells by area in the synthesized netlist: dfrtp_1 35%, dfstp_2 9.2%, nor4b_4 8.3%
Buffer depth of the longest clock path: 2
Post-route clock skew: 0.0000465 ns
Total of endpoints with negative setup slack in the final report: 0
DR vias/cell: 3.01
FILL cells: 392
Post-route cell area: 567 um2
I/O Buffers: 13
Clock tree from TritonCTS: done
Worst path slowest cell: dfrtp_1
Top-area cell share: 0.349
CP arrival: 1.18 ns
Instance area at placement: 508 um2
Number of flops mapped to enable cells by yosys: 0
Number of antenna violations at the first check in global routing: 0
Final WS setup: 0.0161 ns
Count of tool warnings: 27
Crit end category: output pin
Fraction of the core area covered by cells at the end of the flow: 0.166
Number of rows created at floorplan: 21
Worst hold path type: in -> async
Antenna Violating Nets Remaining: 0
Number of failing hold endpoints at the final stage: 0
Portion of the post-synthesis area used by sequential elements: 0.441
Fmax: 674 MHz
First-pass GRT wire length: 1330 um
Avg WL per Cell: 8.68 um
DRT Pass-1 Iters: 2
Cell taking the most area after synthesis: dfrtp_1
Unrepaired setup endpoints after global routing: true
Number of cells traversed by the worst register-to-register path: 6
Number of distinct standard cells referenced by the synthesized netlist: 17
Top post-synthesis cells by count: 5 x nor2_1, 4 x dfrtp_1, 3 x a21oi_1
Avg Inst Size Synth: 9.88 um2
Total core area: 3420 um2
Ratio of cells with drive above 1 in the final layout: 0.315
Detailed-route wire length: 868 um
Top FF cell, synth: dfrtp_1
logic make-up after synthesis:
group | count (synthesis) | synth area share
AND-OR/OR-AND | 8 | 0.157
XOR/XNOR | 2 | 0.0611
buffers and inverters | 2 | 0.0262
flip-flops | 5 | 0.441
AND/OR/NAND/NOR | 12 | 0.314
power by group:
part	total, mW	internal (mW)	switching (mW)
logic	0.132	0.0875	0.0449
registers	0.168	0.152	0.0159
clock network	0.148	0.100	0.0483
per-stage QoR:
stage	setup TNS, ns	power [mW]	std cells
final	0	0.449	100
after global routing	-0.0613	0.475	100
after CTS	-0.000927	0.458	100
after detailed placement	-0.425	0.288	92
after global placement	-0.398	0.287	92
after floorplan	0	0.207	29
critical path, delay by kind of cell, from the launching register on:
| kind | cells | cell delay, ns |
|---|---|---|
| buffers and inverters | 2 | 0.22 |
| flip-flops | 1 | 0.38 |
| AND/OR/NAND/NOR | 2 | 0.35 |
worst max path at each step:
| stage | startpoint | to | slack, ns | depth (start not counted) |
|---|---|---|---|---|
| CTS | out[2] | x | -0.0009 | 4 |
| global route | out[2] | x | -0.05 | 4 |
| finish | out[2] | x | 0.02 | 4 |
routing by layer:
layer	global-route usage	wire, um	up-vias
met4	0.0123	26	0
met5	0	0	-
met3	0.0273	213	2
li1	-	-	155
met2	0.0297	280	16
met1	0.0275	347	128
cells in the final DEF (no fill, tap or decap), types with 2 or more instances in the layout:
cell / count
a31oi_1: 2
clkbuf_4: 3
dlygate4sd2_1: 4
a21oi_1: 3
o21ai_0: 2
buf_6: 3
buf_4: 6
dfrtp_1: 3
nor2_1: 5
clkdlybuf4s50_1: 8
xnor2_1: 2
flip-flops by register name, indices dropped and copies added (netlist names):
register,flops
zero,1
out,4
layout make-up:
| cell class | count | area, um2 | share of cell area |
|---|---|---|---|
| clock buffers | 4 | 26.3 | 0.0464 |
| inverters | 1 | 3.75 | 0.00662 |
| multi-input cells | 22 | 153 | 0.269 |
| flip-flops and latches | 5 | 128 | 0.225 |
| well taps | 46 | 57.6 | 0.102 |
| repair buffers | 22 | 199 | 0.351 |
repair_timing:
action                     CTS  global route
setup endpoints to repair    5             3
hold endpoints to repair     0             0
resized                     10             1
pin swaps                    1             0
buffers inserted             4             0
Power is estimated from default activity; no workload was simulated.
