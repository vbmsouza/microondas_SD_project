--- flow/design.v ---
module decoder( input wire [3:0] sec_on, sec_t, min, output wire [6:0] sec_on_secs, sec_t_secs, min_secs);
  wire en_secs_on;
  wire en_secs_t;
  wire ground;
  decoderUnit Dec1(.binary_in(sec_on), .decoder_out(sec_on_secs), .en_in(en_secs_on) , .en_out(ground));
  decoderUnit Dec2(.binary_in(sec_t), .decoder_out(sec_t_secs), .en_in(en_secs_t) , .en_out(en_secs_on));
  decoderUnit Dec3(.binary_in(min), .decoder_out(min_secs), .en_in(1'b0), .en_out(en_secs_t));
endmodule
module decoderU(
  input wire [3:0] binary_in   ,
  output wire [6:0] decoder_out ,
  input wire en_in,
  output wire en_out
); 
  assign decoder_out = (binary_in==0 && en_in) ? 10'b1111110:
                       (binary_in==0 && ~(en_in)) ? 10'b0000000:
                       (binary_in==1) ? 10'b0110000:
                       (binary_in==2) ? 10'b1101101:
                       (binary_in==3) ? 10'b1111001:
                       (binary_in==4) ? 10'b0110011:
                       (binary_in==5) ? 10'b1011011:
                       (binary_in==6) ? 10'b1011111:
                       (binary_in==7) ? 10'b1110000:
                       (binary_in==8) ? 10'b1111111:10'b1111011;
  assign en_out = (binary_in[0] | binary_in[1] | binary_in[2] | binary_in[3] | en_in);  
endmodule
--- flow/run.sh ---
#!/bin/bash
# OpenROAD 26Q1-2900-gdf79404cd8, Yosys 0.63+post, stock flow scripts
make -C /OpenROAD-flow-scripts/flow DESIGN_CONFIG=/design/flow/config.mk WORK_HOME=/design/flow/orfs finish
--- flow/config.mk ---
export PLATFORM = sky130hd
export DESIGN_NAME = decoderU
export DESIGN_NICKNAME = decoderU
export VERILOG_FILES = /design/flow/design.v
export SDC_FILE = /design/flow/constraint.sdc
export NUM_CORES = 4
export LEC_CHECK = 1
export CORE_AREA = 10 10 70 70
export DIE_AREA = 0 0 80 80
--- flow/constraint.sdc ---
current_design decoderU

set clk_period 1.2
set clk_io_pct 0.2

create_clock -name clk0 -period $clk_period

set non_clock_inputs [all_inputs -no_clocks]
set_input_delay [expr $clk_period * $clk_io_pct] -clock clk0 $non_clock_inputs
set_output_delay [expr $clk_period * $clk_io_pct] -clock clk0 [all_outputs]
==> results.ini <==
[status]
status = finished clean

[synth]
ys_sh_adder_pct = 0
syn_inst = 26
synth_warnings = 0
synth.area.mux_share_pct = 0
synth_cell_type_count = 19
largest_area_cell = a21oi_1
yosysTopAreaCellShare_pct = 9.52
synthTopCellsByCount = a21oi_1 (3), inv_1 (3), nor2_1 (3), nand2_1 (2)
avgSynthCellArea_um2 = 6.06
synthAoiAreaFrac_pct = 49.2
syn_area_um2 = 158
top_logic_kind = AND-OR/OR-AND gates
seq_area_frac_synth_pct = 0
xor_share_pct = 5.56
ys_cells = 26
synthTopCellsByArea = a21oi_1 (9.5%), buf_6 (7.1%), inv_1 (7.1%)
synth_chip_area_um2 = 158
simple_gate_share_pct = 23.0

[cells_and_area]
n_clock_buffer = 0
ff_count = 0
regArea_um2 = 0
drive_gt1_share_pct = 60.9
final_cell_count_no_fill = 92
area_delta_synth_final_pct = 183

[critical_path]
crit_path_start_kind = input port
cp.required_ns = 0.96
critPathKind = input port to output pin
slowest_delay_ns = 0.23
worst-path-buf-inv = 3
crit_chain = buf_12, buf_6, xnor2_2, o31a_1, buf_2
critPathCaptureType = output pin
cp_max_fo = 8
critPathArrivalTime_ns = 0.93
crit_slowest_cell = o31a_1
critPathTopFamily = buffers and inverters

[global_routing]
grt_pass1_wl_mm = 1.32
first_global_vias = 242
grt_util_all_layers_pct = 2.49
antenna_found_initial = 0
grt_max_degree = 10
grt_overflow = 0

[power]
leakagePower_nw = 0.176
p_clk_share_pct = 0
sw_frac_of_total_pct = 40.0
power.internal_w = 0.0000759
ir_worst_vdd_mv = 0.0607
p_seq_share_pct = 0
switchingPower_w = 0.0000506
power_density_nw_per_um2 = 284
p_comb_share_pct = 100.0
power.total_w = 0.000127

[timing]
rsz0062_at_grt = yes
period_used_pct = 97.1
slew_headroom_pct = 86.8
timing.fmax_mhz = 858
setup_violations = 0
finalCriticalPeriod_ns = 1.17
finalHoldViolations = 0
tightest_slew_ns = 0.197
slew_viol_final = 0
setup-tns-final_ns = 0

[floorplanning]
io-pin-count = 13
die_y_um = 80
fp_util_pct = 4.62
die-area_um2 = 6400
rows = 21
die_w_um = 80
coreArea_um2 = 3420

[route]
finalWirelength_um = 839
final_antenna_net_count = 0
dr.pass1.iters = 4
route.vias.total = 267
drc = 0
first_iter_violations = 24
vias_per_cell = 2.90
antennaDiodeCount = 0
drt-wirelength-per-cell_um = 9.12

[job]
max_cap_violations = 0
warning_count = 34

[place]
numPortBuffers = 13
dp_hpwl_um = 596
routabilityCongestion = 0.831
dp_cells = 86

[min_path]
min_path_type = input port to output pin
whs_path_depth = 3
min_to = decoder_out[2]
min_from = binary_in[0]

## stage by stage
step / hold WS (ns) / utilization, % / cell area [µm²] / setup WS (ns)
after CTS: 0.818 / 12.1 / 414 / -0.0159
after detailed placement: 1.55 / 10.3 / 352 / -0.807
after global routing: 0.728 / 13.0 / 445 / -0.00816
after global placement: 1.55 / 10.3 / 352 / -0.781
final: 0.707 / 13.0 / 445 / 0.0348
after floorplan: 0.532 / - / 158 / 0.259
## what timing repair did
item,CTS,global route
pin swaps,6,6
buffers inserted,3,4
endpoints found under the setup margin,8,6
hold buffers,0,0
gates resized,56,11
## tightest hold or removal path: cells and delay by family
family / cells / cell delay (ns)
buffers and inverters: 2 / 0.19
AND-OR/OR-AND: 1 / 0.04
## cell type report
| class | count | area, µm² |
|---|---|---|
| fill | 391 | 2970 |
| tap | 46 | 57.6 |
| inverter | 3 | 11.3 |
| multi-input combinational | 20 | 161 |
| timing repair buffer | 23 | 215 |
## logic make-up (layout without fill, tap and decap cells)
kind of cell	after synthesis	in the layout
AOI/OAI and AO/OA	11	11
and+or+nand+nor	8	8
buffers and inverters	6	26
xor gates and xnor gates	1	1
## per-layer routing
| metal | global-route usage, % | wire length, µm |
|---|---|---|
| met3 | 1.14 | 99 |
| met1 | 3.63 | 413 |
| met2 | 3.45 | 326 |
| met5 | 0 | 0 |
| met4 | 0 | 0 |
## power by group through the flow
stage,Sequential [W],Clock [W],Combinational (W)
final,0,0,0.000127
after global routing,0,0,0.000138
after CTS,0,0,0.000109
## cell usage in the layout (no fill, tap or decap)
cell / n
nand2_1: 1
a211oi_2: 1
a221o_1: 1
nor2_1: 1
o31a_1: 1
buf_2: 2
inv_1: 2
buf_12: 3
a21oi_2: 1
a21oi_1: 2
dlygate4sd2_1: 3
buf_6: 3
o221ai_1: 1
nand3_2: 1
o21ai_1: 1
nor2_2: 1
clkbuf_2: 3
o31ai_1: 1
o21bai_1: 1
xnor2_2: 1
o211ai_1: 1
buf_4: 8
clkdlybuf4s15_1: 1
nor2_4: 2
inv_2: 1
nand2b_1: 1
nand2_2: 1
## worst max path at each step
stage | startpoint | slack (ns) | depth (start not counted) | endpoint
after CTS | binary_in[0] | -0.02 | 7 | decoder_out[5]
after global routing | binary_in[0] | -0.008 | 5 | decoder_out[5]
final | binary_in[0] | 0.03 | 5 | decoder_out[5]
Power and IR drop assume default switching activity.
