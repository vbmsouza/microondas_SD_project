==> flow/design.v <==
module contador_mod6(input wire [3:0] in, input wire Cin, input wire clk,input wire Cn, input wire z,
                     output reg [3:0]  out, output wire x, output reg zero );
  assign x = (z & ~out[0] & ~out[1] & ~out[2] & ~out[3]);
initial begin
    out  = 0;
end
  always @(posedge clk,negedge Cn)
    begin
      if(~Cn)
        begin
            out <= 0;
            zero <= 1;
        end
      else if(~Cin)
            begin
                out <= in;
              zero <= (in==0)? 1 : 0;
            end
      else if(z)
        begin
            if(out==0)
            begin
                out <= 5;
                zero <= 0;
            end
            else if(out==1)
            begin
                out <= out-1;
                zero <= 1;
            end
            else
            begin
                out <= out-1;
                zero <= 0;
            end
        end
    end
endmodule
==> flow/run.sh <==
#!/bin/bash
# OpenROAD 26Q1-2900-gdf79404cd8, Yosys 0.63+post, stock flow scripts
make -C /OpenROAD-flow-scripts/flow DESIGN_CONFIG=/design/flow/config.mk WORK_HOME=/design/flow/orfs finish
==> flow/config.mk <==
export PLATFORM = sky130hd
export DESIGN_NAME = contador_mod6
export DESIGN_NICKNAME = contador_mod6
export VERILOG_FILES = /design/flow/design.v
export SDC_FILE = /design/flow/constraint.sdc
export NUM_CORES = 4
export LEC_CHECK = 1
export CORE_AREA = 10 10 70 70
export DIE_AREA = 0 0 80 80
==> flow/constraint.sdc <==
current_design contador_mod6

set clk_period 2.3
set clk_io_pct 0.2

create_clock -name clk0 -period $clk_period [get_ports {clk}]

set non_clock_inputs [all_inputs -no_clocks]
set_input_delay [expr $clk_period * $clk_io_pct] -clock clk0 $non_clock_inputs
set_output_delay [expr $clk_period * $clk_io_pct] -clock clk0 [all_outputs]
==> summary.txt <==
fresh numbers from the pnr run: Cell Area, Synth=273 um^2, Worst VDD drop=about 0.086 mV, Period Utilization, post-route=96.1%, routed wire length per instance=9.09 um, vias=287, initial antenna violation count=0, crit end category=output pin, Slew headroom=between 80 and 90%, Tool Warnings=25, clk_skew=approximately 0.0011 ns, IO Pins=14, Crit path top cell by count=clkdlybuf4s50_1, Placement Setup Slack=0.0387 ns, Worst R2R End=out[3]$_DFFE_PN0P_, distinct lib cells=19, Worst Reg-to-Reg Cells=4, Post-Route Utilization=14.7%, number of antenna diodes=0, cell family with most CP delay=buffers and inverters, min cycle time layout=2.21 ns, post-CTS setup repair buffer count=0, Pre-antenna DRT Iters=4, CTS tree=yes, CTS Sinks=5, Max Fanout on Critical Path=5, Registers, synthesis=5, FF-to-FF Start=out[0]$_DFFE_PN0P_, crit path max-delay cell type=clkdlybuf4s50_1, GRT Total Usage=under 10%, Fill cells=about 390, H-tree Lvls=1, Final HPWL DP=643 um, vias per cell=around 3.2, Power Dens Cells=between 500 and 600 nW/um^2, synth warn=1, cells after synthesis=27, Non-Filler Cell Area, Final=503 um^2, number of global-route vias before repair=289, clock slew at reported path FFs=~0.040 ns, DRT iter0 DRCs=58, total congestion overflow=0, Leakage=0.000176 uW, # rows=21, CTS Buffer Depth=2, final worst setup slack=between 0.09 and 0.1 ns, max frequency=0.453 GHz, max-slew violation count=0, Hold WC Path Type=input port to asynchronous set/reset pin, critical-path cell list=clkdlybuf4s50_1, nand2b_1, nor4_2, clkdlybuf4s50_1, CTS root buffer=clkbuf_4, DP Area=470 um^2, syn_area_per_cell=between 10 and 15 um^2, GP Congestion=0.842, Remaining DRCs=0, Synth Seq Share=46.3%, CORE AREA=roughly 3400 um^2, Hold Slack=approximately 0.44 ns, CP Depth=4, Yosys chip area=273 um^2, Fin. Hold Viols=0, arrival time worst endpoint=1.75 ns, Worst-Margin Slew=between 0.2 and 0.25 ns, IO buf count=13, Crit path buffers/inverters=2, yosys stat cell total=27, r2r setup slk=1.10 ns, antenna viol nets, final=0, largest net degree at the start of global routing=11, FP Core Util=around 8%, status=completed, P&R area growth vs syn=84.4%, first-pass GRT wire length=1.32 mm, Die W=80 um, Max-Cap Viols=0, RSZ-0062 raised after global routing=no, Clk Latency, worst-skew pair=between 0.2 and 0.25 ns, Die Y=~80 um, Routed Wire Length=827 um, share of layout cells above drive strength 1=between 20 and 25%, chip area=6400 um^2, CP Launch Type=input port, Max stage delay on crit path=0.53 ns, Final setup viols=0, Inserted Clock Buffers=3, TNS Setup=0 ns, Crit path required time=1.84 ns, critical path type=input port to output pin
==> worst max path at each step <==
stage	from	end	slack [ns]
6_report	z	x	0.09
5_1_grt	z	x	0.03
4_1_cts	z	x	0.03
==> routing by layer <==
layer	global-route usage, %	vias to the layer above	wire length, um
li1	-	136	-
met1	3.29	133	361
met2	3.45	16	308
met3	1.48	2	151
met4	0.704	0	6
met5	0	-	0
==> worst register-to-register path: cells and delay by family, from the launching register on <==
kind | cells | cell delay, ns
buffers and inverters | 1 | 0.15
AOI/OAI and AO/OA | 2 | 0.31
DFF | 1 | 0.42
and+or+nand+nor | 1 | 0.19
==> per-stage QoR <==
stage	std cells	power (uW)
finish	91	268
global route	91	285
CTS	91	274
detailed placement	87	168
global placement	87	167
floorplan	27	126
==> Yosys cell counts <==
library cell | n | area, um^2
nand2b_1 | 2 | 12.5
nand2_1 | 1 | 3.75
o211ai_2 | 1 | 12.5
o21ai_1 | 2 | 10.0
nor2_1 | 3 | 11.3
dfstp_2 | 1 | 26.3
o311ai_1 | 1 | 8.76
or3_1 | 1 | 6.26
a31oi_1 | 2 | 12.5
buf_2 | 1 | 5.00
or4_4 | 1 | 11.3
nand3b_1 | 1 | 7.51
xnor2_1 | 1 | 8.76
nand4b_1 | 1 | 8.76
a21oi_1 | 1 | 5.00
inv_1 | 1 | 3.75
nor3b_2 | 1 | 12.5
nor4_1 | 1 | 6.26
dfrtp_1 | 4 | 100
==> where the power goes <==
| group | internal [uW] | leakage, uW | total, uW | switching [uW] |
|---|---|---|---|---|
| combinational | 38.8 | 0.000104 | 56.3 | 17.6 |
| sequential | 97.4 | 0.0000566 | 111 | 13.9 |
| clock | 65.5 | 0.0000150 | 100 | 34.9 |
==> cells in the final DEF, fill, tap and decap left out, types with 2 or more instances in the layout <==
| cell | n |
|---|---|
| a31oi_1 | 2 |
| nor2_1 | 3 |
| clkbuf_4 | 3 |
| dfrtp_1 | 4 |
| o21ai_1 | 2 |
| buf_4 | 2 |
| nand2b_1 | 2 |
| clkdlybuf4s50_1 | 13 |
==> logic make-up (layout without fill, tap and decap cells) <==
logic type / count (synthesis) / after routing / share of synthesized area (%)
buffers and inverters: 2 / 20 / 3.21
DFF: 5 / 5 / 46.3
AOI/OAI and AO/OA: 7 / 7 / 17.9
and+or+nand+nor: 12 / 12 / 29.4
xor gates and xnor gates: 1 / 1 / 3.21
==> sequential cells by signal (all words and copies together), names as in the netlist <==
name,count
zero,1
out,4
==> timing repair <==
item	in CTS	in global routing
hold endpoints to repair	0	0
resized	0	1
hold buffers	0	0
setup endpoints to repair	0	1
==> final cells by class <==
cell class	instances	area (um^2)	area share, %
flip-flops and latches	5	126	25.1
repair buffers	15	145	28.9
clock buffers	4	26.3	5.22
inverters	1	3.75	0.746
multi-input cells	20	144	28.6
well taps	46	57.6	11.4
Power and IR drop assume default switching activity.
